==> run.sh <==
#!/bin/bash
# OpenROAD 26Q1-2900-gdf79404cd8, Yosys 0.63+post, stock flow scripts
make -C /OpenROAD-flow-scripts/flow DESIGN_CONFIG=/design/flow/config.mk WORK_HOME=/design/flow/orfs finish
==> config.mk <==
export PLATFORM = sky130hd
export DESIGN_NAME = FIFO_async
export DESIGN_NICKNAME = FIFO_async
export VERILOG_FILES = /design/flow/design.v
export SDC_FILE = /design/flow/constraint.sdc
export NUM_CORES = 4
export LEC_CHECK = 1
export CORE_UTILIZATION = 40
==> constraint.sdc <==
current_design FIFO_async

set clk_period 37.4
set clk_io_pct 0.2

create_clock -name clk0 -period $clk_period [get_ports {clock_read}]
create_clock -name clk1 -period $clk_period [get_ports {clock_write}]

set non_clock_inputs [all_inputs -no_clocks]
set_input_delay [expr $clk_period * $clk_io_pct] -clock clk0 $non_clock_inputs
set_output_delay [expr $clk_period * $clk_io_pct] -clock clk0 [all_outputs]
==> design.v <==
module FIFO_async (output [15:0] read_data,
			  output full,
			  output empty,
			  input [15:0] write_data,
			  input write_enable, clock_write, write_reset_n,
			  input read_enable, clock_read, read_reset_n);
	wire [6:0] write_address, read_address;
	wire [7:0] write_pointer, read_pointer, sync_read_pointer, sync_write_pointer;
	Sync_read_2_write srw (sync_read_pointer, read_pointer, clock_write, write_reset_n);
	Sync_write_to_read swr (sync_write_pointer, write_pointer, clock_read, read_reset_n);
	Memory_fifo fm (read_data, write_data, write_address, read_address, write_enable, full, clock_write);
	read_pointer_empty re (empty, read_address, read_pointer, sync_write_pointer, read_enable, clock_read, read_reset_n);
	write_pointer_full wf (full, write_address, write_pointer, sync_read_pointer, write_enable, clock_write, write_reset_n);
endmodule
module Memory_fifo(
			output 	[15:0] 	read_data,
			input 	[15:0] 	write_data,
			input 	[6:0] 	write_address, read_address,
			input 				write_enable, full, clock_write);
	reg [15:0] mem [0:127];
	assign read_data = mem [read_address];
	always @(posedge clock_write)
	begin
		if (write_enable & (~full)) 
			mem [write_address] <= write_data;
	end
endmodule
module Sync_read_2_write (output reg [7:0] sync_read_pointer,
		      input [7:0] read_pointer,
		      input clock_write, write_reset_n);
	reg [7:0] t_pointer;
	always @(posedge clock_write or negedge write_reset_n)
		if (!write_reset_n) 
			{sync_read_pointer, t_pointer} <= 0;
		else 
			{sync_read_pointer, t_pointer} <= {t_pointer, read_pointer};
endmodule
module Sync_write_to_read (output reg [7:0] sync_write_pointer,
		      input [7:0] write_pointer,
		      input clock_read, read_reset_n);
	reg [7:0] t_pointer;
	always @(posedge clock_read or negedge read_reset_n)
		if (!read_reset_n) 
			{sync_write_pointer, t_pointer} <= 0;
		else 
			{sync_write_pointer, t_pointer} <= {t_pointer, write_pointer};
endmodule
module read_pointer_empty (output reg empty,
		     output [6:0] read_address,
		     output reg [7:0] read_pointer,
		     input [7:0] sync_write_pointer,
		     input read_enable, clock_read, read_reset_n);
	reg [7:0] read_binary;
	wire [7:0] read_gray_next, read_binary_next;
	wire empty_val;
	always @(posedge clock_read or negedge read_reset_n)
		if (!read_reset_n) 
			{read_binary, read_pointer} <= 0;
		else 
			{read_binary, read_pointer} <= {read_binary_next, read_gray_next};
	assign read_binary_next = read_binary + (read_enable & ~empty);
	assign read_gray_next = (read_binary_next>>1) ^ read_binary_next;
	assign read_address = read_binary[6:0];
	assign empty_val = (read_gray_next == sync_write_pointer);
	always @(posedge clock_read or negedge read_reset_n)
		if (!read_reset_n)
			empty <= 1'b1;
		else 
			empty <= empty_val;
endmodule
module write_pointer_full (output reg full,
		     output [6:0] write_address,
		     output reg [7:0] write_pointer,
		     input [7:0] sync_read_pointer,
		     input write_enable, clock_write, write_reset_n);
	reg [7:0] write_binary;
	wire [7:0] write_gray_next, write_binary_next;
	wire full_val;
	always @(posedge clock_write or negedge write_reset_n)
	if (!write_reset_n) 
		{write_binary, write_pointer} <= 0;
	else
		{write_binary, write_pointer} <= {write_binary_next, write_gray_next};
	assign write_binary_next = write_binary + (write_enable & ~full);
	assign write_gray_next = (write_binary_next>>1) ^ write_binary_next;
	assign write_address = write_binary[6:0];
	assign full_val = (write_gray_next=={~sync_read_pointer[7:6], sync_read_pointer[5:0]});
	always @(posedge clock_write or negedge write_reset_n)
		if (!write_reset_n) 
			full <= 1'b0;
		else 
			full <= full_val;
endmodule
==> flow_summary.yaml <==
# synthesis and place-and-route metrics
timing:
  tightest_slew_ns: 0.8599
  setup_viol: 0
  rsz0062_at_grt: "no"
  finalClockSkew_ns: 0.03149
  maxSlewViolCount: 0
  timing.hold.ws_ns: 0.3024
  slew_headroom_pct: 42.67
  tns_ns: 0
  finalHoldViolCount: 0
status:
  status: "complete, no violations"
min_path:
  hold_path_class: "reg -> reg"
  whs_path_depth: 1
floorplan:
  die-area_um2: 203600
  ios: 40
  fp_util_pct: 40.34
  core_um2: 200100
  rows: 164
  die_h_um: 451.2
  dieWidth_um: 451.2
critical_path:
  crit_buf_inv: 5
  end_kind: "output pin"
  slowest_stage: "buf_4"
  cp_slowest_stage_delay_ns: 0.78
  cpLargestDelayFamily: "buffers and inverters"
  rr_worst_depth: 4
  cp_max_fo: 53
  path_cells: "buf_4 > buf_4 > buf_4 > buf_4 > mux4_2 > mux4_2 > mux4_2 > mux2_2 > clkdlybuf4s50_1"
  critical_path_class: "reg -> out"
  crit_required_ns: 29.92
  crit_top_cell: "buf_4"
  worst-path-stages: 9
  cp-start-kind: "flip-flop"
  worstPathArrival_ns: 6.30
layout:
  syn_to_final_growth_pct: 14.39
  fin_area_um2: 92320
  regArea_um2: 63120
  layoutNonFillerInstCount: 6370
  num-fill-cells: 15969
  drive_above_1_share_pct: 34.69
  logic_area_um2: 16970
power:
  p_per_area_nw_per_um2: 73.00
  power_switching_uw: 1980
  combPwrFrac_pct: 28.5
  p_int_uw: 4758
  pwr-share-clk_pct: 30.8
  seqPwrFrac_pct: 40.7
  ir_drop_uv: 51.57
  p_leak_uw: 0.02868
  switching_share_pct: 29.39
yosys:
  synth-seq-area-share_pct: 78.19
  syn_area_um2: 80700
  ys.flops: 2112
  ys_chip_area_um2: 80700
  netlist_top_cells_count: "edfxtp_1 (2048), mux4_2 (672), nor2_1 (130)"
  ys.warnings.count: 5
  synthArstFlopShare_pct: 3.030
  ff_type: "edfxtp_1"
  edf_count: 2048
  yosysCellCount: 3243
  topCellsByArea: "edfxtp_1 (76%), mux4_2 (19%), dfrtp_1 (2.0%), nor2_1 (0.60%), clkbuf_1 (0.44%)"
  yosysMostFrequentCell: "edfxtp_1"
  yosys.area.top_type_share_pct: 76.21
  syn_inst: 3243
  yosysTopAreaCell: "edfxtp_1"
  synth_cell_type_count: 40
  syn_area_per_cell_um2: 24.88
drt:
  routed-via-count: 35200
  wl_per_cell_um: 30.06
  drc_errors: 0
  via_per_inst: 5.526
  drtPass1Iterations: 20
  ant_nets: 0
  first_iter_violations: 2142
  drt-total-wl_um: 191500
run:
  tool_warnings: 28
  drv_cap: 0
global_routing:
  grt_max_degree: 73
  grt_use_total_pct: 21.34
  first_global_vias: 39588
  grt_overflow: 0
  antenna_found_initial: 9
  grt_pass1_wl_um: 279200
placed_design:
  port_buffers: 38
  placedCellCount: 5969
  place_area_um2: 85340
  gp_congestion: 0.8859
  dpl.hpwl_um: 111500
clocking:
  cts_tree: "built"
  clkSinkCount: 2112
  clkTransAtPathRegs_ns: 0.06
  cts_resized: 0
## timing repair
item | 4_1_cts | 5_1_grt
buffers inserted | 0 | 0
hold endpoints to repair | 8 | 0
hold buffers | 8 | 0
## sequential cells by signal (all words and copies together), names as in the netlist
register                flops
srw.t_pointer               8
fm.mem                   2048
swr.t_pointer               8
srw.sync_read_pointer       8
swr.sync_write_pointer      8
re.read_binary              7
wf.write_binary             7
re.read_pointer             8
wf.write_pointer            8
wf.full                     1
re.empty                    1
## area by class of cell
| class | instances | share of cell area [%] |
|---|---|---|
| Timing Repair Buffer | 252 | 2.139 |
| Clock inverter | 135 | 1.480 |
| Clock buffer | 257 | 5.985 |
| Inverter | 10 | 0.04066 |
| Multi-Input combinational cell | 947 | 18.38 |
| Antenna cell | 1 | 0.002711 |
| Tap cell | 2656 | 3.600 |
| Sequential cell | 2112 | 68.37 |
## power groups by stage
stage / clock, uW / sequential, uW / combinational, uW
4_1_cts: 2120 / 2740 / 1960
5_1_grt: 2210 / 2750 / 2060
6_report: 2070 / 2740 / 1920
## metal layers
layer,vias up,track usage (%),share of wire [%]
met1,18001,26.14,32
li1,14592,-,-
met5,-,0.8996,0.15
met2,2326,30.47,47
met4,12,4.076,2.5
met3,269,17.61,19
## cells by family (layout without fill, tap and decap cells)
group / after synthesis / count (layout) / share of synthesized area [%]
multiplexers: 690 / 690 / 19.00
XOR/XNOR: 39 / 39 / 0.5628
flip-flops: 2112 / 2112 / 78.19
other: 0 / 1 / 0
adder cells (fa/ha/maj): 4 / 4 / 0.06202
AND-OR/OR-AND: 12 / 12 / 0.1101
buffers and inverters: 184 / 654 / 0.9706
AND/OR/NAND/NOR: 202 / 202 / 1.099
## layout by cell type, fill, tap and decap left out, types with 3 or more instances in the layout
cell | netlist | final
xnor2_1 | 12 | 12
inv_16 | 0 | 3
dfrtp_4 | 0 | 4
nor2_2 | 0 | 52
clkdlybuf4s50_1 | 0 | 21
clkinv_2 | 0 | 49
clkinv_1 | 0 | 42
or3b_2 | 4 | 4
clkbuf_16 | 0 | 213
nand4_1 | 4 | 4
nand3_1 | 15 | 15
clkinv_16 | 0 | 8
clkbuf_8 | 0 | 3
mux4_2 | 672 | 672
inv_1 | 10 | 10
dfrtp_1 | 63 | 57
xor2_1 | 19 | 19
clkinvlp_4 | 0 | 8
nand3b_1 | 3 | 3
clkinv_4 | 0 | 4
edfxtp_1 | 2048 | 2048
and3_1 | 4 | 4
nor3_1 | 7 | 5
ha_1 | 4 | 4
clkbuf_1 | 94 | 41
nor2b_1 | 7 | 7
mux2_2 | 16 | 16
xnor3_1 | 6 | 6
bufinv_16 | 0 | 17
nor2_1 | 130 | 78
dlygate4sd3_1 | 0 | 8
buf_4 | 8 | 221
nand2_1 | 18 | 18
clkinv_8 | 0 | 3
## per-stage QoR
stage / setup slack (ns) / util, % / total power [uW]
4_1_cts: 23.57 / 46.14 / 6824
6_report: 23.62 / 46.14 / 6739
3_3_place_gp: 23.88 / 42.66 / 4741
5_1_grt: 23.30 / 46.14 / 7020
2_1_floorplan: 27.21 / - / 3992
3_5_place_dp: 23.87 / 42.66 / 4740
## worst paths after layout
check / endpoint / from / slack [ns]
worst max-delay path: read_data[2] / re.read_binary[1]$_DFF_PN0_ / 23.62
worst min-delay path: srw.t_pointer[6]$_DFF_PN0_ / re.read_pointer[6]$_DFF_PN0_ / 0.30
worst max register to register: fm.mem[44][3]$_DFFE_PP_ / wf.write_binary[6]$_DFF_PN0_ / 34.11
worst min register to register: srw.t_pointer[6]$_DFF_PN0_ / re.read_pointer[6]$_DFF_PN0_ / 0.30
max in group clk1: wf.full$_DFF_PN0_ / write_enable / 27.39
max in group asynchronous: re.read_binary[4]$_DFF_PN0_ / read_reset_n / 29.48
min in group clk0: swr.sync_write_pointer[6]$_DFF_PN0_ / swr.t_pointer[6]$_DFF_PN0_ / 0.35
min in group asynchronous: wf.write_pointer[1]$_DFF_PN0_ / write_reset_n / 6.69
Power is estimated from default activity; no workload was simulated.
